File: flow/run.sh
#!/bin/bash
# OpenROAD 26Q1-2900-gdf79404cd8, Yosys 0.63+post, stock flow scripts
make -C /OpenROAD-flow-scripts/flow DESIGN_CONFIG=/design/flow/config.mk WORK_HOME=/design/flow/orfs finish
File: flow/config.mk
export PLATFORM = sky130hd
export DESIGN_NAME = alu
export DESIGN_NICKNAME = alu
export VERILOG_FILES = /design/flow/design.v
export SDC_FILE = /design/flow/constraint.sdc
export NUM_CORES = 4
export LEC_CHECK = 1
export CORE_UTILIZATION = 40
File: flow/constraint.sdc
current_design alu

set clk_period 462.1
set clk_io_pct 0.2

create_clock -name clk0 -period $clk_period

set non_clock_inputs [all_inputs -no_clocks]
set_input_delay [expr $clk_period * $clk_io_pct] -clock clk0 $non_clock_inputs
set_output_delay [expr $clk_period * $clk_io_pct] -clock clk0 [all_outputs]
File: flow/design.v
module alu #(parameter WIDTH = 32)                                   
          (input logic [WIDTH-1:0] a,
           input logic [WIDTH-1:0] b,
           input logic [3:0] opcode,
           output logic [WIDTH-1:0] result,
           output logic zero,
           output logic negative,
           output logic carryout,
           output logic overflow);
logic signed [WIDTH-1:0] sA, sB;
logic [WIDTH:0] fullAddSub;  
always_comb 
    begin
        sA = a;
        sB = b;
        carryout = 0;
        overflow = 0;
        fullAddSub = 0;
        case(opcode)
            4'b0000: result = a & b;                                 
            4'b0001: result = a | b;                                 
            4'b0010: result = a ^ b ;                                
            4'b0011: result = ~(a | b);                              
            4'b0100: result = ~(a & b);                              
            4'b0101: result = ~a;                                    
            4'b0110: 
                begin                                                
                    fullAddSub = {1'b0, a} + {1'b0, b};
                    result = fullAddSub[WIDTH-1:0];
                    carryout = fullAddSub[WIDTH];
                    overflow = (a[WIDTH-1] == b[WIDTH-1]) && (result[WIDTH-1] != a[WIDTH-1]);
                end
            4'b0111: 
                begin                                                
                    fullAddSub = {1'b0, a} - {1'b0, b};
                    result = fullAddSub[WIDTH-1:0];
                    carryout = fullAddSub[WIDTH];
                    overflow = (a[WIDTH-1] != b[WIDTH-1]) && (result[WIDTH-1] != a[WIDTH-1]);
                end
            4'b1000: result = (sA < sB) ? 1 : 0;                     
            4'b1001: result = sA * sB;                               
            4'b1010: result = (b != 0) ? sA / sB : 0;                
            4'b1011: result = (b != 0) ? sA % sB : 0;                
            4'b1100: result = sA <<< 4;                              
            4'b1101: result = sA >>> 4;                              
            default: result = 0;
        endcase
        zero = (result == 0);
        negative = result[WIDTH-1];
    end
endmodule
==> flow_metrics.py <==
# Physical implementation metrics
metrics = {
    "grt": {
        "antenna_found_initial": 12,
        "grt_pass1_vias": 61800,
        "grt_util_all_layers_pct": 43.4,
        "pin_count_of_the_biggest_net_entering_global_routing": 56,
        "grt_pass1_wl_mm": 446,
        "globalRoute.totalOverflow": 0,
    },
    "setup_path": {
        "crit_path_max_cell_delay_ns": 1.09,
        "critical-path-top-cell-by-count": "sky130_fd_sc_hd__ha_1",
        "cp.required_ns": 369.68,
        "critPathLaunch": "b[1]",
        "critPathTopFamily": "AND-OR/OR-AND gates",
        "critical_path.endpoint_type": "output pin",
        "slowest_stage": "sky130_fd_sc_hd__o41ai_1",
        "setup.worst_path.end": "zero",
        "start_kind": "input pin",
        "timing.critical_path.depth": 330,
        "path_class": "input pin to output pin",
        "path_buffers": 32,
        "path_max_fanout": 40,
        "worstPathArrival_ns": 194.25,
    },
    "yosys": {
        "netlist.area_leader.share_pct": 17.0,
        "cell_accounting_for_the_most_synthesized_area": "sky130_fd_sc_hd__ha_1",
        "tally_of_yosys_warning_messages": 1,
        "yosys-top-cells-area": "sky130_fd_sc_hd__ha_1, sky130_fd_sc_hd__fa_1, sky130_fd_sc_hd__nand2_1, sky130_fd_sc_hd__xnor2_1, sky130_fd_sc_hd__nor2_1",
        "unique_masters_post_synth": 108,
        "netlist_top_cells_count": "sky130_fd_sc_hd__nand2_1, sky130_fd_sc_hd__nor2_1, sky130_fd_sc_hd__ha_1, sky130_fd_sc_hd__inv_1, sky130_fd_sc_hd__a21oi_1",
        "syn_inst": 8228,
        "synth_stat.cells": 8228,
        "seq_area_frac_synth_pct": 0,
        "syn_area_um2": 57400,
        "syn-mean-instance-area_um2": 6.97,
        "most_common_cell": "sky130_fd_sc_hd__nand2_1",
        "yosys_area_um2": 57400,
    },
    "pwr": {
        "power.density_cell_area_nw_per_um2": 8.63,
        "p_total_mw": 0.533,
        "vdd_drop_max_v": 0.0000277,
        "switching_share_pct": 65.3,
        "p_sw_mw": 0.348,
        "internal-power_mw": 0.185,
        "power.leakage_nw": 28.4,
    },
    "run": {
        "max_cap_violations": 0,
        "stage_log_warnings": 99,
    },
    "hold_path": {
        "min_path_type": "input pin to output pin",
        "hold_path_depth": 5,
    },
    "floorplan": {
        "io_pins": 104,
        "die_width_um": 381,
        "chip_area_um2": 145000,
        "floorplan.initialDensity_pct": 40.4,
        "fp.coreArea_um2": 142000,
        "die_height_um": 381,
        "rows": 138,
    },
    "routing": {
        "routed_wirelength_mm": 314,
        "route.vias.total": 66200,
        "drt-pass1-iter-count": 10,
        "route.antenna.remaining_nets": 0,
        "drt_first_iter_violations": 7717,
        "drc": 0,
        "wl_per_cell_um": 30.9,
        "detail_route.vias_per_cell": 6.51,
    },
    "cells_and_area": {
        "flops": 0,
        "finalInstanceArea_um2": 61800,
        "drive_gt1_share_pct": 6.43,
        "sequential_cell_area_um2": 0,
        "area_overhead_of_the_layout_relative_to_synthesis_pct": 7.64,
        "final.clkbuf_count": 0,
    },
    "cts": {
        "cts_hold_repair.buffers": 0,
        "post_cts_resized": 0,
        "cts_setup_buffers": 0,
    },
    "place": {
        "routabilityCongestion": 1.15,
        "placed_cell_area_um2": 61700,
        "io_buffers": 104,
        "hpwl_mm": 250,
    },
    "sta": {
        "fmax_mhz": 3.49,
        "slew_violations": 0,
        "hold_violations": 0,
        "fin_tns_setup_ns": 0,
        "timing_worst_slew_pin_value_ns": 1.42,
        "rsz_0062_raised_after_global_routing": "no",
        "finalSetupViolCount": 0,
        "finalCriticalPeriod_ns": 286.67,
        "timing.max_slew.rel_slack_pct": 5.02,
        "post-route-period-util_pct": 62.0,
    },
    "status": {
        "outcome": "complete, no violations",
    },
}
[cells in the final DEF (no fill, tap or decap), types with 63 or more instances in the layout]
master	Yosys	layout
sky130_fd_sc_hd__o211ai_1	91	91
sky130_fd_sc_hd__xor2_1	199	199
sky130_fd_sc_hd__fa_1	411	411
sky130_fd_sc_hd__buf_4	3	288
sky130_fd_sc_hd__ha_1	780	779
sky130_fd_sc_hd__or3_1	85	85
sky130_fd_sc_hd__nor2_1	814	809
sky130_fd_sc_hd__nand3_1	207	207
sky130_fd_sc_hd__o21a_1	134	134
sky130_fd_sc_hd__a21o_1	151	151
sky130_fd_sc_hd__clkdlybuf4s50_1	0	99
sky130_fd_sc_hd__nor3_1	203	199
sky130_fd_sc_hd__nand2_1	1017	1017
sky130_fd_sc_hd__nor2b_1	70	70
sky130_fd_sc_hd__a211oi_1	63	63
sky130_fd_sc_hd__a31oi_1	114	114
sky130_fd_sc_hd__o21bai_1	64	64
sky130_fd_sc_hd__o21ai_0	393	392
sky130_fd_sc_hd__a21oi_1	608	608
sky130_fd_sc_hd__o31ai_1	76	76
sky130_fd_sc_hd__inv_1	778	776
sky130_fd_sc_hd__nand4_1	86	86
sky130_fd_sc_hd__xnor2_1	402	387
[worst min path at each step]
stage / startpoint / to / slack [ns]
CTS: opcode[1] / result[1] / 185.94
global route: opcode[1] / result[1] / 186.01
finish: opcode[1] / result[1] / 186.02
[metrics by stage]
step	worst slack [ns]	hold slack [ns]	utilization [%]	cells
after floorplan	196.91	185.05	-	8228
after global placement	180.83	185.91	43.5	10200
after detailed placement	180.02	185.94	43.5	10200
after CTS	179.66	185.94	43.5	10200
after global routing	171.57	186.01	43.5	10200
final	175.43	186.02	43.5	10200
[layout make-up]
class / instances / area (µm²)
Tap cell: 1890 / 2360
Timing Repair Buffer: 392 / 3180
Multi-Input combinational cell: 7074 / 53200
Fill cell: 14700 / 80200
Antenna cell: 11 / 27.5
Inverter: 794 / 2980
[cells by family (layout without fill, tap and decap cells)]
family | Yosys count | after routing | share of synthesized area (%)
and+or+nand+nor | 2883 | 2883 | 23.2
buffers and inverters | 1154 | 1186 | 7.66
xor gates and xnor gates | 601 | 601 | 9.18
other | 0 | 11 | 0
adders and majority gates | 1191 | 1191 | 31.4
AOI/OAI and AO/OA | 2331 | 2331 | 27.4
muxes | 68 | 68 | 1.28
[layer usage]
layer / share of wire [%] / up-vias / global-route usage [%]
met2: 39 / 4333 / 58.8
met3: 14 / 949 / 17.3
met5: 0.085 / - / 0.628
met1: 40 / 31500 / 59.9
li1: - / 29300 / -
met4: 6.3 / 26 / 21.2
[power by group through the flow]
stage	logic, mW	clock network, mW	registers, mW
CTS	0.513	0	0
global route	0.572	0	0
Power figures rest on the tool's default switching activity, not on a simulated workload.
